==> design.v <==
package definitions;
  typedef enum logic [2:0] {
    lslOP = 3'd0,
    lsrOP = 3'd1,
    andOP = 3'd2,
    orOP  = 3'd3,
    subOP = 3'd4,
    seqOP = 3'd5,
    sltOP = 3'd6,
    notOP = 3'd7
  } ALU_op_name;
endpackage
module instr_fetch (
  input CLK,
  input Start,
  input [15:0] Start_Address,
  input Halt,
  input Branch,
  input BranchCond,
  input signed [7:0] Offset,
  output logic [15:0] PC
);
  always_ff @(posedge CLK) begin
    if (Start)
      PC <= Start_Address;
    else if (Halt)
      PC <= PC;
    else if (Branch || BranchCond)
      PC <= PC + Offset;
    else
      PC <= PC + 1;
  end
endmodule
==> run.sh <==
#!/bin/bash
# OpenROAD 26Q1-2900-gdf79404cd8, Yosys 0.63+post, stock flow scripts
make -C /OpenROAD-flow-scripts/flow DESIGN_CONFIG=/design/flow/config.mk WORK_HOME=/design/flow/orfs finish
==> config.mk <==
export PLATFORM = sky130hd
export DESIGN_NAME = instr_fetch
export DESIGN_NICKNAME = instr_fetch
export VERILOG_FILES = /design/flow/design.v
export SDC_FILE = /design/flow/constraint.sdc
export NUM_CORES = 4
export LEC_CHECK = 1
export CORE_AREA = 10 10 88 88
export DIE_AREA = 0 0 98 98
==> constraint.sdc <==
current_design instr_fetch

set clk_period 6.9
set clk_io_pct 0.2

create_clock -name clk0 -period $clk_period [get_ports {CLK}]

set non_clock_inputs [all_inputs -no_clocks]
set_input_delay [expr $clk_period * $clk_io_pct] -clock clk0 $non_clock_inputs
set_output_delay [expr $clk_period * $clk_io_pct] -clock clk0 [all_outputs]
==> results.cfg <==
; physical design summary
[synth]
top_cells_by_area = edfxtp_1 35%, ha_1 7.2%, nor2b_1 5.9%, nand3_1 5.1%, o21ai_0 3.3%
synth_top_cell_by_area = edfxtp_1
syn_avg_cell_area_um2 = 9.21
ys_seq_share_pct = 34.8
ys_cells = 150
yosysTopAreaCellShare_pct = 34.8
ys_chip_area_um2 = 1380
synthesis.area_um2 = 1380
synthArstFlopShare_pct = 0
ys.flop_type = edfxtp_1
ys.flops = 16
synth.distinct_cells = 45
netlist_instances = 150
yosysWarnings = 1
edf_count = 16

[placed_design]
place_inst = 266
place_area_um2 = 1900
place_congestion = 0.790
dpl.hpwl_um = 3080
io_buffers = 44

[critical_path]
r2r-start = PC[0]
crit_chain = clkdlybuf4s50_1, nor2_1, or2_2, ha_1, fa_1, a211o_1, and3_1, o2111ai_1, nand3_1
cp.required_ns = 6.90
cp_slowest_cell = clkdlybuf4s50_1
cp_num_buf_inv = 1
criticalPathCategory = in2reg
startpoint = BranchCond
slowest_delay_ns = 0.45
cp_max_fo = 8
critical_path_arrival_ns = 3.79
critPathLaunchType = primary input
cp_top_family = simple AND/OR/NAND/NOR gates
crit_path_end_kind = flip-flop

[sta]
rsz0062_at_grt = false
finalSetupViolCount = 0
worst_pin_slew_ns = 0.572
drv_slew = 0
relSlewSlack_pct = 61.7
max_freq_mhz = 264
finalCritPeriodShare_pct = 54.9
final-hold-violation-count = 0
tns_ns = 0
hold_ws_ns = 0.745
skew_ns = 0.00138
timing.final.crit_period_ns = 3.79

[clock_network]
clk_pin_slew_ns = 0.07
clock_path_buffers = 2
root_buffer = clkbuf_8
cts_max_level = 1
clock_latency_ns = 0.25
post-cts-setup-buffers = 0
cts-resized-gates = 0
cts_hold_buf = 0
cts_inserted_buffers = 3
cts.sinks = 16
cts_tree = built

[cells_and_area]
largest_reg_flops = 16
stdcell_count = 270
syn_to_final_growth_pct = 41.0
fin_area_um2 = 1950
drive_above_1_share_pct = 6.67
top_regs = PC x16
top_register = PC

[global_routing]
grt_start_max_net_pins = 43
grtUsageTotal_pct = 7.80
antenna_found_initial = 0
grt_pass1_wl_um = 6390
grt.overflow.total = 0
grt_pass1_vias = 1294

[pwr]
p_leak_uw = 0.000729
powerDensity_nw_per_um2 = 210
peakVddDrop_mv = 0.0724

[floorplanning]
dieWidth_um = 98
core_area_um2 = 5920
die.size.y_um = 98
initCoreUtil_pct = 23.3
die_area_um2 = 9600
rows = 28
ios = 45

[drt]
routed_wl_um = 4040
via_per_inst = 4.79
wl_met1_um = 1890
num_vias = 1294
met3_length_um = 284
first_pass_iters = 5
ant_nets = 0
drc = 0
antenna_cells = 0
wl_met2_um = 1800
wire_per_inst_um = 14.9
top_layer = met4
detail_route.iter0.violations = 89

[flow_run]
drv_cap = 0
log.warning_count = 25

[min_path]
hold_path.class = reg2reg
worstHoldStart = PC[0]

[status]
status = finished clean
==> routing by layer <==
layer | global-route usage (%) | up-vias
met3 | 2.28 | 5
li1 | - | 673
met1 | 10.7 | 576
met2 | 12.1 | 40
met5 | 0 | -
met4 | 1.45 | 0
==> worst paths after layout <==
| check | end | slack [ns] | cells after the start |
|---|---|---|---|
| worst min-delay path | PC[0] | 0.75 | 2 |
| worst min register to register | PC[0] | 0.75 | 2 |
| worst max register to register | PC[12] | 4.68 | 6 |
| worst max-delay path | PC[12] | 3.11 | 9 |
==> where the power goes <==
group / switching (µW) / internal (µW) / total [µW] / leakage [µW]
logic: 81.7 / 98.7 / 180 / 0.000543
registers: 20.1 / 132 / 152 / 0.000163
clock network: 36.6 / 39.6 / 76.2 / 0.0000231
==> tightest hold or removal path, delay by kind of cell, from the launching register on <==
| family | cells | cell delay, ns |
|---|---|---|
| adders and majority gates | 1 | 0.14 |
| DFF | 1 | 0.37 |
| muxes | 1 | 0.13 |
==> synth_stat cells, types with 2 or more instances <==
library cell and instances:
a211o_1 4, nor3b_1 2, edfxtp_1 16, o21a_1 3
inv_1 2, nand4_1 2, o211ai_1 2, nor2b_1 13
a21oi_1 7, nand2b_1 5, nand3_1 14, ha_1 8
nand2_1 11, nor3_1 4, a22oi_1 3, and3_1 3
clkbuf_1 3, a21o_1 3, o21ai_0 9, mux2_2 3
xnor2_1 2, a211oi_1 4, nor2_1 5
==> cells by family after synthesis <==
kind of cell	count (synthesis)	synth area share, %
xor gates and xnor gates	3	1.90
muxes	3	2.45
buffers and inverters	7	2.54
adders and majority gates	9	8.70
and+or+nand+nor	67	26.9
AOI/OAI and AO/OA	45	22.7
DFF	16	34.8
==> area by class of cell <==
class                   count  area (µm²)
inverters                   2        7.51
repair buffers             46         455
clock inverters             1        3.75
multi-input cells         127         866
clock buffers               3        41.3
fillers                   609        3970
well taps                  75        93.8
flip-flops and latches     16         480
==> metrics by stage <==
step / power [µW] / utilization, % / setup slack, ns
2_1_floorplan: 253 / - / 3.50
3_3_place_gp: 334 / 32.1 / 2.88
3_5_place_dp: 334 / 32.1 / 2.84
4_1_cts: 413 / 32.9 / 3.11
5_1_grt: 441 / 32.9 / 2.97
6_report: 408 / 32.9 / 3.11
==> layout by cell type (no fill, tap or decap), drive strengths merged, types with 2 or more instances in the layout <==
master and count:
a211o 4, a211oi 4, a21o 3, a21oi 7
a22oi 3, and2 2, and3 3, buf 2
clkbuf 3, clkdlybuf4s50 44, edfxtp 16, ha 8
inv 2, mux2 3, nand2 11, nand2b 5
nand3 14, nand4 2, nor2 5, nor2b 13
nor3 5, nor3b 2, o211ai 2, o21a 3
o21ai 11, xnor2 2
Power and IR drop assume default switching activity.
