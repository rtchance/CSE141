===== ./design.v =====
package definitions;
  typedef enum logic [2:0] {
    lslOP = 3'd0,
    lsrOP = 3'd1,
    andOP = 3'd2,
    orOP  = 3'd3,
    subOP = 3'd4,
    seqOP = 3'd5,
    sltOP = 3'd6,
    notOP = 3'd7
  } ALU_op_name;
endpackage
module reg_file (
  input CLK,
  input REGWRITE,
  input SETSRC,
  input SETDEST,
  input MOV,
  input [2:0] rt_index,
  input [7:0] write_value,
  output logic [7:0] rs,
  output logic [7:0] rt
);
  logic [7:0] registers [16];
  logic [2:0] src_register;
  logic [2:0] dest_register;
  always_comb rs = registers[src_register];
  always_comb rt = registers[rt_index];
  always_ff @ (posedge CLK) begin
    if (REGWRITE && !SETSRC && !SETDEST && !MOV) begin
      registers[dest_register] <= write_value;
    end
    else if (REGWRITE && !SETSRC && !SETDEST && MOV) begin
      registers[7] <= write_value;
    end
    else if (!REGWRITE && SETSRC && !SETDEST && !MOV) begin
      src_register <= rt_index;
    end
    else if (!REGWRITE && !SETSRC && SETDEST && !MOV) begin
      dest_register <= rt_index;
    end
  end
endmodule

===== ./run.sh =====
#!/bin/bash
# OpenROAD 26Q1-2900-gdf79404cd8, Yosys 0.63+post, stock flow scripts
make -C /OpenROAD-flow-scripts/flow DESIGN_CONFIG=/design/flow/config.mk WORK_HOME=/design/flow/orfs finish

===== ./config.mk =====
export PLATFORM = sky130hd
export DESIGN_NAME = reg_file
export DESIGN_NICKNAME = reg_file
export VERILOG_FILES = /design/flow/design.v
export SDC_FILE = /design/flow/constraint.sdc
export NUM_CORES = 4
export LEC_CHECK = 1
export CORE_UTILIZATION = 50

===== ./constraint.sdc =====
current_design reg_file

set clk_period 4.0
set clk_io_pct 0.2

create_clock -name clk0 -period $clk_period [get_ports {CLK}]

set non_clock_inputs [all_inputs -no_clocks]
set_input_delay [expr $clk_period * $clk_io_pct] -clock clk0 $non_clock_inputs
set_output_delay [expr $clk_period * $clk_io_pct] -clock clk0 [all_outputs]

==> reports/metrics.yaml <==
final_layout:
  finalCoreUtilization: 0.6364
  regArea_um2: 2162
  drive_gt1_frac: 0.2886
  combGateArea_um2: 1190
  fillers: 449
  mostFrequentLayoutCells: "edfxtp_1 (70), clkdlybuf4s50_1 (31), mux4_1 (29), mux2_2 (19), buf_4 (15)"
  instances_no_fill: 278
  area_growth_syn_to_layout_pct: 20.33
  lay_top_count: "edfxtp_1"
placed_design:
  post-dp-hpwl_um: 4151
  place_congestion: 0.8341
  dp_cells: 262
  io_buffers: 31
clock_tree:
  cts_buffer_depth: 2
  cts_resized: 0
  cts_setup_buffers: 0
  clk_latency_ns: 0.34
  cts_tree: "done"
  cts_hold_buffers: 0
  cts-htree-levels: 3
  cts_root_buf: "clkbuf_8"
  clock_sinks: 73
  cts_made_buffers: 9
  path_clk_slew_ns: 0.08
sta:
  fin_crit_sh: 0.9274
  fin_tns_setup_ns: 0
  grt_setup_unrepaired: "no"
  worst_slew_pin_slew_ns: 1.005
  clock_skew_ns: 0.007456
  max_freq_mhz: 269.6
  period_minus_slack_ns: 3.709
  final_max_slew_viol_count: 0
  relSlewSlack: 0.3242
  finalSetupViolCount: 0
  final-hold-violation-count: 0
die:
  ios: 32
  die_y_um: 84.66
  chipArea_um2: 7166
  die_x_um: 84.66
  core_area_um2: 6459
  num_rows: 29
  fp_util: 0.5289
global_route:
  grt_pass1_wl_um: 9839
  antenna_found_initial: 0
  grt_pass1_vias: 1831
  track_usage: 0.2124
  grt_max_degree: 20
  grt-ovfl-total: 0
worst_hold_path:
  min_path_type: "reg2reg"
  min_from: "src_register[2]$_DFFE_PP_"
synth:
  synth-seq-cells: 73
  yosys_area_um2: 3416
  synth.yosys.num_cells: 150
  syn_inst: 150
  avgSynthCellArea_um2: 22.77
  ys_seq_share: 0.6330
  ys_warn_count: 1
  synthDistinctLibCells: 19
  syn_area_um2: 3416
routing:
  firstDrtPassIters: 6
  drt_iter0_markers: 106
  postRouteWirelength_um: 6498
  vias: 1729
  wire_per_inst_um: 23.37
  vias_per_cell: 6.219
  drc: 0
  antenna_cells: 0
  ant_nets: 0
power:
  power_density_nw_per_um2: 399.9
  p_leak_nw: 1.399
  vdd_drop_max_uv: 242.8
worst_setup_path:
  path_class: "in2out"
  path_max_fanout: 19
  crit_arrival_ns: 2.91
  required_ns: 3.20
  critPathLaunch: "rt_index[0]"
  end_kind: "primary output"
  r2r_start: "dest_register[2]$_DFFE_PP_"
  start_kind: "input pin"
run:
  maxCapViolations: 0
  tool_warnings: 26
run_status:
  status: "complete, no violations"
layout make-up:
cell class / count / share of cell area
clock inverter: 5 / 0.02527
clock buffer: 11 / 0.03196
tap: 77 / 0.02344
timing repair buffer: 46 / 0.1029
multi-input combinational: 65 / 0.2895
inverter: 1 / 0.0009132
sequential: 73 / 0.5260
final timing paths:
kind / slack, ns / endpoint / cells after the start
worst max-delay path: 0.29 / rt[4] / 5
worst min-delay path: 0.48 / flop / 1
worst max register to register: 1.74 / registers[0][3]$_DFFE_PP_ / 3
worst min register to register: 0.48 / flop / 1
cells by family (layout without fill, tap and decap cells):
logic type | after synthesis | after routing | share of synthesized area
multiplexers | 51 | 51 | 0.3055
AND-OR/OR-AND | 1 | 1 | 0.001833
flip-flops | 73 | 73 | 0.6330
buffers and inverters | 12 | 63 | 0.02784
AND/OR/NAND/NOR | 13 | 13 | 0.03187
power by group:
| part | switching (mW) | internal [mW] | leakage (nW) |
|---|---|---|---|
| clock | 0.261 | 0.415 | 0.118 |
| combinational | 0.0412 | 0.0736 | 0.626 |
| sequential | 0.00951 | 0.844 | 0.656 |
| total | 0.312 | 1.33 | 1.40 |
metrics by stage:
step | area, µm² | power (mW) | hold WS [ns] | setup WS [ns]
2_1_floorplan | 3416 | 0.9258 | 0.4494 | 1.250
4_1_cts | 4110 | 1.659 | 0.4789 | 0.2865
6_report | 4110 | 1.644 | 0.4796 | 0.2905
3_5_place_dp | 3875 | 0.9854 | 0.4593 | 0.3137
3_3_place_gp | 3875 | 0.9814 | 0.4544 | 0.3426
5_1_grt | 4110 | 1.700 | 0.4883 | 0.2628
synth_stat cells:
cell type  number  area [µm²]
buf_6           2       22.52
clkbuf_1        3       11.26
nor3_1          3       15.01
nand4bb_1       1       11.26
mux4_1         29       762.0
nor4_1          4       25.02
edfxtp_1       70        2102
nand2b_1        1       6.260
dfxtp_1         3       60.06
buf_2           2       10.01
buf_12          2       40.04
a31oi_1         1       6.260
nor4b_4         1       23.77
mux2_2         19       214.0
or4b_2          1       10.01
mux4_2          3       67.56
inv_1           1       3.750
nor4b_1         2       17.52
buf_1           2       7.510
registers in the layout, indices dropped and copies added (netlist names), named ones only:
signal         cells
src_register       3
registers         64
dest_register      3
routing by layer:
| layer | share of wire | GRT usage |
|---|---|---|
| met1 | 0.36 | 0.3026 |
| met2 | 0.50 | 0.3296 |
| met3 | 0.12 | 0.1116 |
| met4 | 0.019 | 0.04160 |
| met5 | 0 | 0 |
critical path: stages:
cell and delay, ns:
clkdlybuf4s50_1 0.45, buf_4 0.31, mux4_1 0.62, mux2_2 0.30, clkdlybuf4s50_1 0.42
Power figures rest on the tool's default switching activity, not on a simulated workload.
